## flow/constraint.sdc

```tcl
current_design RegFile

set clk_period 11.7
set clk_io_pct 0.2

create_clock -name clk0 -period $clk_period [get_ports {clk}]

set non_clock_inputs [all_inputs -no_clocks]
set_input_delay [expr $clk_period * $clk_io_pct] -clock clk0 $non_clock_inputs
set_output_delay [expr $clk_period * $clk_io_pct] -clock clk0 [all_outputs]
```

## flow/design.v

```verilog
package Pipe_Buf_Reg_PKG;
  typedef struct packed {
    logic [8:0]  Curr_Pc;
    logic [31:0] Curr_Instr;
  } if_id_reg;
  typedef struct packed {
    logic        ALUSrc;
    logic        MemtoReg;
    logic        RegWrite;
    logic        MemRead;
    logic        MemWrite;
    logic [1:0]  ALUOp;
    logic        Branch;
    logic        JalSel;
    logic        JalrSel;
    logic [8:0]  Curr_Pc;
    logic [31:0] RD_One;
    logic [31:0] RD_Two;
    logic [4:0]  RS_One;
    logic [4:0]  RS_Two;
    logic [4:0]  rd;
    logic [31:0] ImmG;
    logic [2:0]  func3;
    logic [6:0]  func7;
    logic [31:0] Curr_Instr;
  } id_ex_reg;
  typedef struct packed {
    logic        RegWrite;
    logic        MemtoReg;
    logic        MemRead;
    logic        MemWrite;
    logic [31:0] Pc_Imm;
    logic [31:0] Pc_Four;
    logic [31:0] Imm_Out;
    logic [31:0] Alu_Result;
    logic [31:0] RD_Two;
    logic [4:0]  rd;
    logic [2:0]  func3;
    logic [6:0]  func7;
    logic [31:0] Curr_Instr;
  } ex_mem_reg;
  typedef struct packed {
    logic        RegWrite;
    logic        MemtoReg;
    logic [31:0] Pc_Imm;
    logic [31:0] Pc_Four;
    logic [31:0] Imm_Out;
    logic [31:0] Alu_Result;
    logic [31:0] MemReadData;
    logic [4:0]  rd;
    logic [31:0] Curr_Instr;
  } mem_wb_reg;
endpackage
`timescale 1ns / 1ps
module RegFile #(
    parameter DATA_WIDTH = 32,   
    parameter ADDRESS_WIDTH = 5,   
    parameter NUM_REGS = 32
) (
    input clk,   
    input rst,   
    input rg_wrt_en,   
    input  [ADDRESS_WIDTH-1:0] rg_wrt_dest,  
    input [ADDRESS_WIDTH-1:0] rg_rd_addr1,   
    input [ADDRESS_WIDTH-1:0] rg_rd_addr2,   
    input  [DATA_WIDTH-1:0] rg_wrt_data,  
    output logic [DATA_WIDTH-1:0] rg_rd_data1,   
    output logic [DATA_WIDTH-1:0] rg_rd_data2    
);
  integer i;
  logic [DATA_WIDTH-1:0] register_file[NUM_REGS-1:0];
  always @(negedge clk) begin
    if (rst == 1'b1) for (i = 0; i < NUM_REGS; i = i + 1) register_file[i] <= 0;
    else if (rst == 1'b0 && rg_wrt_en == 1'b1) begin
      register_file[rg_wrt_dest] <= rg_wrt_data;
    end
  end
  assign rg_rd_data1 = register_file[rg_rd_addr1];
  assign rg_rd_data2 = register_file[rg_rd_addr2];
endmodule
```

## flow/run.sh

```bash
#!/bin/bash
# OpenROAD 26Q1-2900-gdf79404cd8, Yosys 0.63+post, stock flow scripts
make -C /OpenROAD-flow-scripts/flow DESIGN_CONFIG=/design/flow/config.mk WORK_HOME=/design/flow/orfs finish
```

## flow/config.mk

```make
export PLATFORM = sky130hd
export DESIGN_NAME = RegFile
export DESIGN_NICKNAME = RegFile
export VERILOG_FILES = /design/flow/design.v
export SDC_FILE = /design/flow/constraint.sdc
export NUM_CORES = 4
export LEC_CHECK = 1
export CORE_UTILIZATION = 30
```

==> flow_metrics.env <==
# physical design summary
export IMPL_flow_area_growth_from_synthesis_pct=20.8
export IMPL_grt_util_all_layers_pct=21.5
export IMPL_biggestRegsByFlops="register_file (1024)"
export IMPL_cts_setup_buffers=0
export IMPL_die_area_sq_um=189000
export IMPL_tritoncts="built"
export IMPL_overflow=0
export IMPL_synthXorXnorAreaFrac_pct=0
export IMPL_routedWlPerCell_microns=24.1
export IMPL_cts_inserted_buffers=112
export IMPL_fin_setup_tns_ns=0
export IMPL_element_type_at_the_critical_path_end="output pin"
export IMPL_yosysCellCount=4641
export IMPL_final_hold_violations=0
export IMPL_cts_max_level=3
export IMPL_top_logic_kind="multiplexers"
export IMPL_detail_route_first_pass_iterations=6
export IMPL_warnings=1027
export IMPL_final_cell_area_sq_um=67900
export IMPL_placementRows=158
export IMPL_setup_worst_path_start_class="flip-flop"
export IMPL_wire_length_of_the_first_global_routing_pass_microns=283000
export IMPL_setup_repair_after_global_routing_missed_its_margin="false"
export IMPL_final_max_slew_violation_count=0
export IMPL_static_leakage_power_nw=29.9
export IMPL_clockBufferDepth=3
export IMPL_path_clk_slew_ns=0.03
export IMPL_type_of_the_setup_path_with_the_least_slack="reg2out"
export IMPL_cts_hold_buffers=0
export IMPL_yosys_stat_chipArea_sq_um=56200
export IMPL_most_common_library_cells_after_synthesis="1,026 x and2_1, 1,024 x edfxtp_1, 1,024 x mux2i_1, 247 x clkbuf_1, 196 x nand2_1"
export IMPL_top_area_share_pct=54.7
export IMPL_regArea_sq_um=30700
export IMPL_post_route_util_pct=36.5
export IMPL_antenna_violating_nets_post_route=0
export IMPL_syn_instance_count=4641
export IMPL_instances_no_fill=8189
export IMPL_required_ns=9.36
export IMPL_grt_start_max_net_pins=92
export IMPL_powerDensity_nw_per_um2=157
export IMPL_gpl_final_weighted_congestion=0.897
export IMPL_core_util_floorplan_pct=30.2
export IMPL_regMostFlops="register_file"
export IMPL_path_max_fanout=2
export IMPL_post_route_drc_count=0
export IMPL_tritoncts_sink_count=1024
export IMPL_arrival_ns=8.95
export IMPL_top_area_cell="edfxtp_1"
export IMPL_max_slew_margin_rel_pct=38.3
export IMPL_post_cts_resized_instances=0
export IMPL_synth_cellmix_compoundShare_pct=6.98
export IMPL_post_synth_top_count_cell="and2_1"
export IMPL_post_route_cells_drive_above_1_share_pct=7.78
export IMPL_synth_avg_cell_area_sq_um=12.1
export IMPL_chipWidth_microns=435
export IMPL_netlist_area_sq_um=56200
export IMPL_fillerInstances=17679
export IMPL_run_status="completed"
export IMPL_power_total_mw=10.6
export IMPL_numPlacedInstances=6951
export IMPL_combGateArea_sq_um=23400
export IMPL_synth_adder_area_share_pct=0
export IMPL_synth_flops=1024
export IMPL_vdd_ir_drop_worst_mv=0.117
export IMPL_slew_at_the_pin_closest_to_its_max_slew_limit_ns=0.920
export IMPL_placement_io_buffers=113
export IMPL_timing_max_cap_violations=0
export IMPL_die_h_microns=435
export IMPL_muxShareOfSynthArea_pct=18.2
export IMPL_postSynth_topFlopCell="edfxtp_1"
export IMPL_yosys_cell_types_count=31
export IMPL_antenna_found_initial=12
export IMPL_post_synth_main_area_contributors="edfxtp_1 55%, mux2i_1 18%, and2_1 11%, a22oi_1 2.6%, a22o_1 2.0%"
export IMPL_drt_iter0_drc=3018
export IMPL_number_of_warnings_printed_during_yosys_synthesis=1
export IMPL_number_of_vias_per_cell_after_detailed_routing=5.10
export IMPL_core_region_area_sq_um=186000
export IMPL_min_delay_path_class="in2out"
export IMPL_ys_seq_share_pct=54.7
export IMPL_first_global_vias=44183
export IMPL_detailroute_via_count=41793
export IMPL_cts_root_buffer="clkbuf_16"
export IMPL_detail_route_wirelength_microns=197000
export IMPL_synth_simple_area_share_pct=16.1
export IMPL_ys_async_sr_fraction_pct=0
export IMPL_place_hpwl_microns=115000
export IMPL_final_setup_viol_count=0
export IMPL_io_pin_count=114
export IMPL_area_of_placed_instances_sq_um=60100
export IMPL_flip_flop_count_of_the_largest_register_all_copies_and_words_added=1024
export IMPL_edf_count=1024
[where the power goes]
part	total, mW	switching [mW]	internal (mW)
Clock	5.19	2.45	2.74
Sequential	4.37	0.102	4.27
Combinational	1.09	0.690	0.399
Total	10.6	3.24	7.40
[routing by layer]
layer  track usage, %  wire length (microns)  part of all wire [%]  up-vias
met3             12.9                  25600                    13      422
li1                 -                      -                     -    18942
met2             31.9                  91900                    47     2255
met5            0.353                    168                 0.085        -
met1             24.9                  71900                    36    20156
met4             10.1                   7910                   4.0       18
[kinds of logic after synthesis]
kind of cell,count (synthesis)
AND-OR/OR-AND,576
AND/OR/NAND/NOR,1568
multiplexers,1024
flip-flops,1024
buffers and inverters,449
[stage by stage]
stage / setup slack, ns / hold slack, ns
after floorplan: 1.84 / 4.94
after detailed placement: 0.644 / 6.06
after CTS: 0.370 / 6.07
final: 0.408 / 6.03
after global routing: 0.313 / 6.09
after global placement: 0.616 / 6.08
[worst max-delay path: stages, from the launching register on]
cell and delay (ns):
edfxtp_1 0.37, mux2i_1 0.16, a22o_1 0.25, nor3_1 0.10
a31oi_1 0.67, nand3_1 0.30, clkdlybuf4s50_1 0.49
[layout by cell type, fill, tap and decap left out, drive strengths merged]
| cell type | Yosys | routed |
|---|---|---|
| or3b | 2 | 2 |
| clkinvlp | 0 | 30 |
| a22oi | 192 | 192 |
| nand2b | 5 | 5 |
| mux2i | 1024 | 1024 |
| nand3b | 4 | 4 |
| clkinv | 0 | 5 |
| buf | 179 | 168 |
| inv | 1 | 1066 |
| diode | 0 | 2 |
| nor2 | 36 | 36 |
| clkdlybuf4s50 | 0 | 110 |
| edfxtp | 1024 | 1024 |
| bufinv | 0 | 23 |
| nand2 | 196 | 196 |
| clkbuf | 269 | 113 |
| nor3 | 64 | 64 |
| or3 | 2 | 2 |
| a22o | 128 | 128 |
| or2 | 34 | 34 |
| a31oi | 64 | 64 |
| nand3 | 194 | 194 |
| and2 | 1026 | 1026 |
| a21oi | 192 | 192 |
| nor2b | 5 | 5 |
[worst paths after layout]
check,start,endpoint,slack (ns),cells past startpoint
worst max-delay path,register_file[3][3]$_SDFFCE_NN0P_,rg_rd_data2[3],0.41,6
worst min-delay path,rg_rd_addr2[1],rg_rd_data2[16],6.03,6
[area by class of cell]
class | count | area share [%]
well taps | 2480 | 4.57
diodes | 2 | 0.00737
flip-flops and latches | 1024 | 45.3
clock buffers | 113 | 4.17
clock inverters | 1124 | 7.34
multi-input cells | 3168 | 34.5
repair buffers | 278 | 4.16
No activity file was given, so power comes from the tool's default toggle rates.
