==> design.v <==
package Pipe_Buf_Reg_PKG;
  typedef struct packed {
    logic [8:0]  Curr_Pc;
    logic [31:0] Curr_Instr;
  } if_id_reg;
  typedef struct packed {
    logic        ALUSrc;
    logic        MemtoReg;
    logic        RegWrite;
    logic        MemRead;
    logic        MemWrite;
    logic [1:0]  ALUOp;
    logic        Branch;
    logic        JalSel;
    logic        JalrSel;
    logic [8:0]  Curr_Pc;
    logic [31:0] RD_One;
    logic [31:0] RD_Two;
    logic [4:0]  RS_One;
    logic [4:0]  RS_Two;
    logic [4:0]  rd;
    logic [31:0] ImmG;
    logic [2:0]  func3;
    logic [6:0]  func7;
    logic [31:0] Curr_Instr;
  } id_ex_reg;
  typedef struct packed {
    logic        RegWrite;
    logic        MemtoReg;
    logic        MemRead;
    logic        MemWrite;
    logic [31:0] Pc_Imm;
    logic [31:0] Pc_Four;
    logic [31:0] Imm_Out;
    logic [31:0] Alu_Result;
    logic [31:0] RD_Two;
    logic [4:0]  rd;
    logic [2:0]  func3;
    logic [6:0]  func7;
    logic [31:0] Curr_Instr;
  } ex_mem_reg;
  typedef struct packed {
    logic        RegWrite;
    logic        MemtoReg;
    logic [31:0] Pc_Imm;
    logic [31:0] Pc_Four;
    logic [31:0] Imm_Out;
    logic [31:0] Alu_Result;
    logic [31:0] MemReadData;
    logic [4:0]  rd;
    logic [31:0] Curr_Instr;
  } mem_wb_reg;
endpackage
`timescale 1ns / 1ps
module alu#(
        parameter DATA_WIDTH = 32,
        parameter OPCODE_LENGTH = 4
        )
        (
        input logic [DATA_WIDTH-1:0]    SrcA,
        input logic [DATA_WIDTH-1:0]    SrcB,
        input logic [OPCODE_LENGTH-1:0]    Operation,
        output logic[DATA_WIDTH-1:0] ALUResult
        );
        always_comb
        begin
            case(Operation)
            4'b0000:         
                    ALUResult = SrcA & SrcB;
	    4'b0001:         
                    ALUResult = SrcA | SrcB;
	    4'b0010:         
                    ALUResult = SrcA + SrcB;
            4'b0101:         
                    ALUResult = SrcA ^ SrcB;
	    4'b0110:         
		    ALUResult = SrcA - SrcB;
	    4'b0111:	      
		    ALUResult = SrcA << SrcB[4:0];
            4'b1000:         
                    ALUResult = (SrcA == SrcB) ? 1 : 0;
	    4'b1001:        
		    ALUResult = (SrcA != SrcB) ? 1 : 0;
	    4'b1010:        
                    if(SrcA[31] == 1 && SrcB[31] == 0)
			ALUResult = 0;
		    else if(SrcA[31] == 0 && SrcB[31] == 1)
			ALUResult = 1;
		    else
		    ALUResult = (SrcA >= SrcB) ? 1 : 0;
	    4'b1100:         
                    if(SrcA[31] == 1 && SrcB[31] == 0)
			ALUResult = 1;
		    else if(SrcA[31] == 0 && SrcB[31] == 1)
			ALUResult = 0;
		    else
		    ALUResult = (SrcA < SrcB) ? 1 : 0;
	    4'b1110:	     
		    ALUResult = SrcA >>> SrcB[4:0];
	    4'b1111:	     
		    ALUResult = SrcA >> SrcB[4:0];
	    4'b1011:        
		    ALUResult = {SrcB, 12'b0};
            4'b0011:        
		    ALUResult = SrcA;
            default:
                    ALUResult = 0;
            endcase
        end
endmodule
==> run.sh <==
#!/bin/bash
# OpenROAD 26Q1-2900-gdf79404cd8, Yosys 0.63+post, stock flow scripts
make -C /OpenROAD-flow-scripts/flow DESIGN_CONFIG=/design/flow/config.mk WORK_HOME=/design/flow/orfs finish
==> config.mk <==
export PLATFORM = sky130hd
export DESIGN_NAME = alu
export DESIGN_NICKNAME = alu
export VERILOG_FILES = /design/flow/design.v
export SDC_FILE = /design/flow/constraint.sdc
export NUM_CORES = 4
export LEC_CHECK = 1
export CORE_UTILIZATION = 30
==> constraint.sdc <==
current_design alu

set clk_period 17.4
set clk_io_pct 0.2

create_clock -name clk0 -period $clk_period

set non_clock_inputs [all_inputs -no_clocks]
set_input_delay [expr $clk_period * $clk_io_pct] -clock clk0 $non_clock_inputs
set_output_delay [expr $clk_period * $clk_io_pct] -clock clk0 [all_outputs]
==> flow_metrics.env <==
# physical design summary
export IMPL_status="completed"
export IMPL_period_needed_ns=11.49
export IMPL_finalClockPeriodUsage_pct=66.0
export IMPL_rsz0062_at_grt="false"
export IMPL_worstPathRequired_ns=13.92
export IMPL_lay_top_count="nor2_1"
export IMPL_synthesis_instances=1280
export IMPL_die_area_um2=27900
export IMPL_crit_type="in -> out"
export IMPL_cp_end_kind="output port"
export IMPL_cp_startpoint="SrcB[3]"
export IMPL_grt_pass1_wl_um=61300
export IMPL_cp_arrival_ns=8.01
export IMPL_drt_wirelength_per_cell_um=25.3
export IMPL_layout_top_cells="nor2_1 (152), a21oi_1 (125), o21ai_0 (105)"
export IMPL_core_area_um2=26800
export IMPL_place_area_um2=9360
export IMPL_stdcell_count=1643
export IMPL_place_hpwl_um=33300
export IMPL_row_count=60
export IMPL_holdCritStartpoint="Operation[2]"
export IMPL_p_leak_nw=3.83
export IMPL_power_uw=327
export IMPL_synth_area_per_cell_um2=6.38
export IMPL_wl_um=41600
export IMPL_max_cap_viol_count=0
export IMPL_drc_errors=0
export IMPL_utilization_pct=34.9
export IMPL_io_pins=100
export IMPL_fin_area_um2=9360
export IMPL_worst_pin_slew_ns=0.912
export IMPL_cts_resized_gates=0
export IMPL_grt_max_degree=75
export IMPL_critPathMaxFanout=59
export IMPL_ys_seq_share_pct=0
export IMPL_warning_count=98
export IMPL_first_pass_iters=6
export IMPL_die_h_um=167
export IMPL_track_usage_pct=29.5
export IMPL_relSlewSlack_pct=38.7
export IMPL_ff_count=0
export IMPL_whs_ns=8.13
export IMPL_irDropWorstVdd_uv=18.2
export IMPL_fmax_mhz=87.0
export IMPL_ys_warn_count=1
export IMPL_syn_area_um2=8160
export IMPL_drtIter0Drc=1208
export IMPL_start_kind="input port"
export IMPL_final_seq_area_um2=0
export IMPL_hp_class="in -> out"
export IMPL_port_buffers=100
export IMPL_grt_pass1_vias=9557
export IMPL_syn2layout_area_growth_pct=14.7
export IMPL_worst_slack_ns=5.91
export IMPL_gp_congestion=1.05
export IMPL_dp_slack_ns=5.94
export IMPL_postCtsSetupBuffers=0
export IMPL_synth_cells_yosys=1280
export IMPL_finalSetupTns_ns=0
export IMPL_synth_distinct_cells=77
export IMPL_drv_slew=0
export IMPL_setup_viol=0
export IMPL_power_density_nw_per_um2=34.9
export IMPL_holdBufCountCts=0
export IMPL_place_inst=1643
export IMPL_nClkBuffers=0
export IMPL_drive_above_1_share_pct=5.45
export IMPL_viasPerCell=6.25
export IMPL_overflow=0
export IMPL_vias=10300
export IMPL_antenna_found_initial=0
export IMPL_diodes=0
export IMPL_hold_viol=0
export IMPL_die_x_um=167
export IMPL_ys_area_um2=8160
export IMPL_floorplan_core_util_pct=30.4
export IMPL_drtAntennaViolNets=0
final timing paths:
path             to  cells after the start  slack (ns)
max   ALUResult[30]                     14        5.91
min   ALUResult[24]                      5        8.13
cell usage after synthesis (all sizes together) (9+ instances only):
| cell type | n | share of area, % |
|---|---|---|
| nor2 | 152 | 7.0 |
| a21oi | 125 | 7.7 |
| o21ai | 119 | 7.3 |
| nand2 | 104 | 4.8 |
| ha | 98 | 15 |
| inv | 91 | 4.2 |
| clkbuf | 72 | 3.3 |
| mux2i | 52 | 6.4 |
| o211ai | 33 | 3.1 |
| a211oi | 29 | 2.7 |
| a221oi | 29 | 3.3 |
| buf | 29 | 1.5 |
| a22oi | 23 | 2.1 |
| xnor2 | 23 | 2.5 |
| nand2b | 22 | 1.7 |
| nor3 | 21 | 1.3 |
| nand3 | 18 | 1.1 |
| o22ai | 17 | 1.3 |
| a21o | 15 | 1.4 |
| mux2 | 15 | 2.1 |
| nor4 | 14 | 1.1 |
| o21bai | 14 | 1.3 |
| nor2b | 12 | 0.92 |
| o2111ai | 10 | 1.1 |
| a222oi | 9 | 1.1 |
| nand4 | 9 | 0.69 |
worst max-delay path: stages:
cell             delay, ns
buf_2                 0.07
buf_4                 0.50
inv_2                 0.45
ha_1                  0.55
nor2_1                0.15
a2111oi_4             0.37
o41ai_2               0.16
a221oi_4              0.44
o21ai_1               0.17
a211o_1               0.34
a311oi_1              0.38
xnor2_1               0.18
o21ai_1               0.23
clkdlybuf4s50_1       0.50
layer usage:
metal,wire (µm),GRT usage (%),vias to the layer above
li1,-,-,4783
met1,18900,43.5,4927
met2,18000,44.0,511
met3,3870,6.61,50
met4,846,5.27,0
met5,0,0,-
final cells by class:
class	instances	area, µm²
Fill cell	2925	17400
Inverter	95	357
Multi-Input combinational cell	1084	7430
Tap cell	341	427
Timing Repair Buffer	123	1150
report_power, final:
part / internal, mW / switching (mW) / total (mW)
clock: 0 / 0 / 0
combinational: 0.122 / 0.205 / 0.327
sequential: 0 / 0 / 0
total: 0.122 / 0.205 / 0.327
logic make-up after synthesis:
kind of cell / Yosys count / synth area share, %
and+or+nand+nor: 379 / 20.8
xor gates and xnor gates: 28 / 3.01
adders and majority gates: 100 / 15.5
buffers and inverters: 196 / 9.23
AOI/OAI and AO/OA: 503 / 41.1
muxes: 74 / 10.4
